--- /design/flow/design.v ---
module ALU(
input logic S0, S1,
input logic Cin,
input logic [3:0]A,
input logic [3:0]B,
output logic Cout, Z,
output logic [3:0]G,
output logic N
);
always@*
begin
Cout <= 1'b0;
Z <= 1'b0;
N <= 1'b0;
if(S0 == 0 & S1 == 0)
begin
	if(Cin)
	begin
		G <= A + 4'b0001;
	end
	else
	begin
		G <= B;
	end
end
if(S0==1 & S1 == 0 )
begin
	if(Cin)
	begin
		G <= A << 1;
	end
	else
	begin
		G <= A + B;
		if (A[3] & B[3])
		begin
			Cout <= 1'b1;		 
		end
	end
end
if(S0==0 & S1 == 1 )
begin
	if(Cin)
	begin
		G <= A - B;
		if (B > A)
		begin
			N <= 1'b1;	 
		end
		if(G == 4'b0000)
		begin
			Z <= 1'b1;	 
		end
	end
	else
	begin
		G <= A >> 1;
	end
end
if(S1==1 & S0 ==1 )
begin
	if(Cin)
	begin
		G <= 4'b0000;
	end
	else
	begin
	if (A == 4'b0001)
	begin
		Z <= 1;		 
	end
	if (A == 4'b0000)
	begin
		N <= 1'b1;
	end
		G <= A - 4'b0001;
	end
end
end
endmodule
--- /design/flow/run.sh ---
#!/bin/bash
# OpenROAD 26Q1-2900-gdf79404cd8, Yosys 0.63+post, stock flow scripts
make -C /OpenROAD-flow-scripts/flow DESIGN_CONFIG=/design/flow/config.mk WORK_HOME=/design/flow/orfs finish
--- /design/flow/config.mk ---
export PLATFORM = sky130hd
export DESIGN_NAME = ALU
export DESIGN_NICKNAME = ALU
export VERILOG_FILES = /design/flow/design.v
export SDC_FILE = /design/flow/constraint.sdc
export NUM_CORES = 4
export LEC_CHECK = 1
export CORE_AREA = 10 10 73 73
export DIE_AREA = 0 0 83 83
export SYNTH_HDL_FRONTEND = slang
--- /design/flow/constraint.sdc ---
current_design ALU

set clk_period 3.3
set clk_io_pct 0.2

create_clock -name clk0 -period $clk_period

set non_clock_inputs [all_inputs -no_clocks]
set_input_delay [expr $clk_period * $clk_io_pct] -clock clk0 $non_clock_inputs
set_output_delay [expr $clk_period * $clk_io_pct] -clock clk0 [all_outputs]
==> impl_metrics.toml <==
# yosys + openroad results
[floorplanning]
coreArea_um2 = 3744
floorplanUtilization_pct = 18.25
num_ports = 18
placementRows = 22
die.size.x_um = 83
die_height_um = 83
chipArea_um2 = 6889

[synthesis]
synth-cells-yosys = 83
synth_cell_type_count = 34
synthesis.yosys.warnings = 0
syn_avg_cell_area_um2 = 8.231
numSynthFlops = 4
netlist_instances = 83
synth.cell_area_um2 = 683.2
yosys-stat-area_um2 = 683.2

[flow_run]
tool_warnings = 41
maxCapViolations = 0

[critical_path]
critical_path.max_stage_delay_ns = 0.47
end_kind = "output port"
cp.buffers_inverters = 4
timing.critical_path.required_ns = 2.64
worstSetupPathType = "input port to output port"
cpMaxStageDelayCell = "mux4_2"
maximum_fanout_along_the_worst_path = 2
crit_path_end = "Z"
worstSetupStartpoint = "A[0]"
worst-path-stages = 12
crit_family = "buffers and inverters"
critPathLaunchType = "input port"
arrival_ns = 3.31
crit_path_cell_trace = "buf_2, inv_1, ha_2, fa_2, nor2b_2, buf_4, nor3_1, mux4_2, dlxtp_1, nor4_2, a32o_1, clkdlybuf4s50_1"

[final_layout]
flop_area_um2 = 60.06
drive_gt1_share_pct = 36.75
multi_input_comb_area_um2 = 686.9
largest_registers = "G (4)"
registers.top_by_ff_count = "G"
largest_register_ff_count = 4
final_design_area_no_fill_um2 = 1132
synthToLayoutAreaGrowth_pct = 65.75
fillers = 406

[grt]
grt_max_degree = 16
first_global_vias = 716
grtUsageTotal_pct = 5.373
grt_overflow_total = 0
grt_pass1_wl_mm = 3.325
antenna_found_initial = 0

[drt]
detail_route.drc_violations = 0
wirelength_mm = 1.941
detailedRoute.firstIterationViolations = 36
vias_per_std_cell = 4.376
detail-route-antenna-nets = 0
detailedRoute.firstPassIterationCount = 4
post_detailed_route_wirelength_per_cell_um = 11.76
antennaDiodeCount = 0
dr_total_vias = 722

[sta]
unconstrained_endpoints = 4
final_critical_path_setup_slack_ns = -0.6658
finalSetupViolations = 4
rsz_0062_raised_after_global_routing = "yes"
finalMaxSlewViolations = 0
final-hold-violation-count = 0
fin_crit_ns = 3.966
unclocked_pins = 4
hold-worst-slack_ns = 2.234
final_min_period_over_clock_period_pct = 120.2
fmax_mhz = 252.2

[min_path]
hp-class = "input port to output port"
min_path_cells = 4

[power]
power.static_leakage_nw = 0.4928
ir_worst_vdd_v = 0.00004487
p_per_area_nw_per_um2 = 127.3

[place]
hpwl_mm = 1.614
placer_congestion = 0.8520
place_ws_ns = -1.285
port_buffers = 18
detailed_place.area_um2 = 1061

[outcome]
run_status = "finished, violations left"
failed_checks = "negative setup slack"

[clock_network]
holdBufCountCts = 0
-- final cells by class --
type / count / share of cell area, %
inverters: 9 / 2.983
flip-flops and latches: 4 / 5.304
repair buffers: 35 / 25.75
well taps: 48 / 5.304
multi-input cells: 69 / 60.66
-- through the flow --
stage	setup TNS, ns	util (%)	std cells	power [mW]
floorplan	0	-	86	0.06983
global route	-1.739	30.25	165	0.1584
global placement	-3.805	28.34	167	0.1288
finish	-1.308	30.25	165	0.1441
CTS	-2.129	30.48	166	0.1391
detailed placement	-3.934	28.34	167	0.1299
-- worst min-delay path by stage --
stage     from  endpoint  slack [ns]
4_1_cts     S0      Cout        2.26
5_1_grt   A[2]         N        2.26
6_report  A[2]         N        2.23
-- cells in the mapped netlist --
master,count,area [um^2]
a211oi_1,1,7.510
a21o_1,1,7.510
a21oi_1,4,20.02
a22o_1,1,8.760
a32o_1,1,10.01
and2b_1,1,7.510
buf_2,1,5.000
clkbuf_1,3,11.26
conb_1,1,3.750
dlxtp_1,4,60.06
fa_1,2,40.04
ha_1,12,150.1
inv_1,9,33.78
mux2i_1,2,20.02
mux4_2,2,45.04
nand2_1,2,7.510
nand2b_1,3,18.77
nand3_1,2,10.01
nand3b_1,1,7.510
nor2_1,3,11.26
nor2b_1,2,12.51
nor3_1,2,10.01
nor3b_1,3,22.52
nor4_1,2,12.51
nor4b_1,1,8.760
o21a_1,2,15.01
o21ai_0,4,20.02
o221ai_1,2,17.52
o22ai_1,1,6.260
o311a_1,1,10.01
o31a_1,1,8.760
o32a_1,1,10.01
xnor2_1,4,35.03
xor2_1,1,8.760
-- layout by cell type, fill, tap and decap left out, drive strengths merged, types with 3 or more instances in the layout --
| cell type | instances |
|---|---|
| ha | 12 |
| dlygate4sd2 | 4 |
| clkdlybuf4s50 | 7 |
| o21ai | 4 |
| nor3b | 3 |
| nor2 | 3 |
| a21oi | 4 |
| inv | 9 |
| nand2b | 3 |
| xnor2 | 4 |
| conb | 4 |
| buf | 22 |
| dlxtp | 4 |
-- worst min-delay path, cell delays in order --
cell and delay (ns):
buf_4 0.16, nor4b_1 0.09, a22o_1 0.24, clkdlybuf4s50_1 0.42
-- kinds of logic (layout without fill, tap and decap cells) --
group	Yosys count	in the layout	synth area share, %
compound gates	20	20	20.70
xor+xnor	5	5	6.410
fa+ha+maj	14	14	27.84
buf+inv	13	44	7.325
latches	4	4	8.792
mux	4	4	9.523
other cells	1	4	0.5489
simple gates	22	22	18.87
-- routing by layer --
metal	track usage (%)	up-vias	wire length (um)
met2	8.589	17	889
met3	0.6890	0	77
met5	0	-	0
met4	0	0	0
met1	7.878	341	974
li1	-	364	-
-- power breakdown --
part	leakage (nW)	internal (mW)	switching, mW
Combinational	0.461	0.0759	0.0597
Clock	0	0	0
Sequential	0.0316	0.00626	0.00223
Total	0.493	0.0822	0.0619
-- repair_timing --
| action | in CTS | in global routing |
|---|---|---|
| resized | 39 | 17 |
| buffers inserted | 2 | 2 |
| pin swaps | 7 | 8 |
| setup endpoints to repair | 6 | 4 |
| cloned | 0 | 0 |
Power is estimated from default activity; no workload was simulated.
