### ./config.mk
export PLATFORM = sky130hd
export DESIGN_NAME = Dados_16x4
export DESIGN_NICKNAME = Dados_16x4
export VERILOG_FILES = /design/flow/design.v
export SDC_FILE = /design/flow/constraint.sdc
export NUM_CORES = 4
export LEC_CHECK = 1
export CORE_UTILIZATION = 40
export SYNTH_HDL_FRONTEND = slang
### ./constraint.sdc
current_design Dados_16x4

set clk_period 1.6
set clk_io_pct 0.2

create_clock -name clk0 -period $clk_period [get_ports {clock}]

set non_clock_inputs [all_inputs -no_clocks]
set_input_delay [expr $clk_period * $clk_io_pct] -clock clk0 $non_clock_inputs
set_output_delay [expr $clk_period * $clk_io_pct] -clock clk0 [all_outputs]
### ./design.v
module Dados_16x4(
input logic [3:0]endereco,
input logic write, read,
input logic [3:0]dado_in,
input logic clock,
output logic [3:0]dado_out
);
logic [3:0] RAM [15:0];
always_ff @ (posedge clock)
begin
if(write)
	begin
	RAM[endereco] <= dado_in;
	end
end
always_comb
begin
	if(read)
	begin
	dado_out <= RAM[endereco];
	end
	else
	begin
	dado_out <= 4'bzzzz;
	end
end
endmodule
### ./run.sh
#!/bin/bash
# OpenROAD 26Q1-2900-gdf79404cd8, Yosys 0.63+post, stock flow scripts
make -C /OpenROAD-flow-scripts/flow DESIGN_CONFIG=/design/flow/config.mk WORK_HOME=/design/flow/orfs finish
==> run notes <==
State of the implementation.

- The run finished, with violations left.
- The checks that failed: negative setup slack.
- The detailed-route vias per instance is 5.22, for reference.
- The count of buffers added on input and output ports is 13.
- The wire length per cell is 19.1 um, for reference.
- Counting the fill cells in the layout gives 467.
- The synthesis-to-finish area growth is 26.1%, for reference.
- The height of the die is 82.3 um, for reference.
- The routed wire length on met2 is 2260 um, for reference.
- Counting endpoints that fail hold in the final report gives 0.
- TritonCTS created 9 clock buffers.
- Internal power comes to 2.58 mW.
- The wire-length estimate of the detail-placed layout is 3290 um.
- The max-slew headroom at the worst pin is 65.2%, for reference.
- The area enclosed by the die boundary is 0.00677 mm2, for reference.
- The share of synthesized registers carrying an async set or reset is 0%, for reference.
- The fraction of final layout cells sized beyond drive strength 1 is 40.1%, for reference.
- The stat command in Yosys gives a chip area of 0.00258 mm2.
- According to the CTS report, the clock sink count is 64.
- The fraction of power consumed by combinational cells is 8.5%, for reference.
- The instance count after placement with tap cells included is 244, for reference.
- The power report puts the net switching power at 0.720 mW.
- STA puts the critical path data arrival time at 1610 ps.
- The sequential fraction of the synthesis area is 74.5%, for reference.
- The required time of the critical path is 1280 ps, for reference.
- After detailed routing, the number of remaining DRC violations is 0.
- Total power normalized to cell area comes to 1010 mW/mm2.
- The flip-flop count of the largest register, all copies and words added is 64, for reference.
- The maximum level of the CTS H-tree is 3, for reference.
- For this run, the total global-route usage over all layers was measured as 18.4%.
- Across all stage logs, warnings added up to 28.
- The average instance area after synthesis is 20.0 um2, for reference.
- On the critical path the largest part of the delay comes from multiplexers.
- The script computed the net switching share of total power as 21.8%.
- The effective utilization at floorplan is 42.5%, for reference.
- The met1 wire length is 2080 um, for reference.
- Per the gpl log, the routability congestion estimate is 0.836.
- The clock network burns 34.4% of the power.
- The kind of critical path is reg -> out, for reference.
- The number of detailed-route iterations in the first pass is 5, for reference.
- The registers reported with the highest flop counts are RAM: 64 flops.
- The number of max-cap violations is 0, for reference.
- The count of flip-flops with a built-in enable after synthesis is 64, for reference.
- The end-of-flow timing check tallies setup violations at 4.
- The post-route clock period utilization is 120%, for reference.
- The gate count after technology mapping is 129, for reference.
- In this run the worst hold path is classified as in -> reg.
- The transition at the pin with the smallest max-transition slack is 520 ps, for reference.
- The register with the highest flop count is RAM, for reference.
- The synthesized cell area is 0.00258 mm2, for reference.
- In this run the VDD rail shows a maximum IR drop of 0.604 mV.
- The CTS tree is done, for reference.
- For reference, the placement row count at floorplan is 28.
- The count of non-filler cells in the finished layout is 262, for reference.
- Wire segments on met3 add up to 534 um in the final route.
- The wire length of the first global-routing pass is 7760 um, for reference.
- The final max-slew violation count is 0, for reference.
- The clock transition time at the flip-flop clock pins of the worst setup and hold paths is 70 ps, for reference.
- Summed over all layers, the global routing overflow is 0.
- The script reports the combined buffer and inverter count of the critical path as 1.
- The stage delay of the slowest cell on the critical path is 480 ps, for reference.
- The top metal layer carrying routed signals is met4, for reference.
- After synthesis the netlist holds a flip-flop and latch count of 64.
- Per the timing report, the achievable frequency comes out to 0.519 GHz.
- The first routing iteration left 46 violations.
- After floorplanning, the core was sized to cover 0.00606 mm2.
- The I/O pin count is 15, for reference.
- Per the OpenROAD power report, leakage power amounts to 1.12 nW.
- Setup repair after global routing could not meet its margin everywhere.
- The kind of end point of the critical path is an output pin, for reference.
- The top logic cell by instance count in the layout is sky130_fd_sc_hd__edfxtp_1, for reference.
- The horizontal die dimension reported for this design is 82.3 um.
- The wire length after detailed routing is 5000 um, for reference.
- The primary flip-flop cell chosen by synthesis mapping is sky130_fd_sc_hd__edfxtp_1, for reference.
- In the post-route analysis, the smallest setup slack over all paths is -326 ps.
- The signal on the critical path passes through mux4_2, a22oi_2, nand3_2, buf_2.
- The number of diodes added for antenna fixing is 0, for reference.
- The clock root buffer master is sky130_fd_sc_hd__clkbuf_8, for reference.
- The routed layout has 1368 vias.
- On the critical path, the stage with the largest delay is an instance of sky130_fd_sc_hd__mux4_2.
- The number of distinct library cells after synthesis is 18, for reference.
- The total of warnings raised by yosys is 0, for reference.
- The total power is 3.30 mW, for reference.
- The total cells reported by yosys after synthesis is 129, for reference.
- The worst-path maximum fanout is 1, for reference.
- In this run the remaining antenna-violating nets after routing total 0.
- The number of global-route vias before repair came to 1519.
- The register share of total power is 57.2%, for reference.
- The maximum number of pins on one net before global-route repair is 17, for reference.
- In the layout the commonest cells are 64 x sky130_fd_sc_hd__edfxtp_1, 31 x sky130_fd_sc_hd__buf_4, 14 x sky130_fd_sc_hd__mux4_2, 13 x sky130_fd_sc_hd__nor2_1, 9 x sky130_fd_sc_hd__clkbuf_8.
- The number of antenna violations at the first check in global routing is 0, for reference.
- Subtracting the final worst setup slack from the clock period gives 1930 ps.
- The worst setup path is launched from a flip-flop.
- The maximum clock insertion buffer count is 2, for reference.
## cell families (layout without fill, tap and decap cells)
family / Yosys count / in the layout / share of synthesized area [%]
AND-OR/OR-AND: 4 / 4 / 1.36
buffers and inverters: 7 / 65 / 2.23
flip-flops: 64 / 64 / 74.5
multiplexers: 16 / 16 / 14.8
AND/OR/NAND/NOR: 38 / 38 / 7.04
## layout make-up
type | count | area [um2] | share of cell area (%)
Timing Repair Buffer | 49 | 460 | 14.2
Clock inverter | 6 | 36.3 | 1.12
Sequential cell | 64 | 1920 | 59.1
Multi-Input combinational cell | 58 | 612 | 18.8
Tap cell | 75 | 93.8 | 2.89
Clock buffer | 10 | 128 | 3.92
## per-stage QoR
stage	TNS (ps)	hold slack, ps	instance area (um2)	setup WS [ps]	util (%)
2_1_floorplan	0	419	2580	16.3	-
3_3_place_gp	-25010	1070	3040	-1040	50.2
3_5_place_dp	-24720	1070	3040	-1020	50.2
4_1_cts	-1390	709	3240	-408	53.5
5_1_grt	-1500	720	3250	-392	53.7
6_report	-1230	716	3250	-326	53.7
## power groups by stage
stage         clock network, mW  logic (mW)  registers [mW]
CTS                        1.16       0.278            1.89
finish                     1.13       0.279            1.89
global route               1.22       0.301            1.89
## worst paths after layout
kind	slack (ps)	depth (start not counted)	end	startpoint
max	-330	4	dado_out[2]	RAM[3][2]$_DFFE_PP_
min	720	2	RAM[11][1]$_DFFE_PP_	dado_in[1]
## per-layer routing
layer  vias to the layer above  GRT usage (%)
met5                         -              0
met4                         0           3.68
met3                        14           9.14
met2                        59           26.6
met1                       659           28.4
li1                        636              -
## what timing repair did
item                                    4_1_cts  5_1_grt
hold buffers                                  0        0
pin swaps                                     8        1
resized                                      30        2
endpoints found under the setup margin       20        4
gates cloned                                  2        0
buffers inserted                              0        0
## synthesized netlist by cell type, types with 2 or more instances
master                      n  area share [%]
sky130_fd_sc_hd__nor2b_1    2            0.49
sky130_fd_sc_hd__mux4_1     6             6.1
sky130_fd_sc_hd__mux4_2    10             8.7
sky130_fd_sc_hd__edfxtp_1  64              75
sky130_fd_sc_hd__nand2_1    5            0.73
sky130_fd_sc_hd__nand2b_1   2            0.49
sky130_fd_sc_hd__nor2_1    13             1.9
sky130_fd_sc_hd__nand3_1    9             1.7
sky130_fd_sc_hd__a22oi_1    3            0.87
sky130_fd_sc_hd__nor3_1     4            0.78
sky130_fd_sc_hd__nand3b_1   2            0.58
sky130_fd_sc_hd__buf_2      3            0.58
No activity file was given, so power comes from the tool's default toggle rates.
