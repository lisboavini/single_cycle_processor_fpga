File: /design/flow/design.v
module PC(
output logic [5:0]endereco_instrucao,
input logic clock, write, clear,
input logic [5:0]salto,
output logic write_memoria
);
logic [5:0] endereco;
logic auxiliar;
logic [5:0] auxiliar2;
initial endereco = 6'b000000;
always_ff @(negedge clock)
begin
	if (write)
	begin
		auxiliar <= 1;
		auxiliar2 <= salto;
	end
	else
	begin
		auxiliar <= 0;
	end
end
always_ff @ (posedge clock)
begin
	if (auxiliar ==1)
	begin
	endereco_instrucao <= auxiliar2;
	endereco <= auxiliar2 + 1;
	end
	else
	begin
		endereco_instrucao <= endereco;
		endereco <= endereco +1;
		if(endereco == 6'd63)
		begin
		endereco <= 6'b000000;
		end
	end
end
endmodule
File: /design/flow/run.sh
#!/bin/bash
# OpenROAD 26Q1-2900-gdf79404cd8, Yosys 0.63+post, stock flow scripts
make -C /OpenROAD-flow-scripts/flow DESIGN_CONFIG=/design/flow/config.mk WORK_HOME=/design/flow/orfs finish
File: /design/flow/config.mk
export PLATFORM = sky130hd
export DESIGN_NAME = PC
export DESIGN_NICKNAME = PC
export VERILOG_FILES = /design/flow/design.v
export SDC_FILE = /design/flow/constraint.sdc
export NUM_CORES = 4
export LEC_CHECK = 1
export CORE_AREA = 10 10 82 82
export DIE_AREA = 0 0 92 92
export SYNTH_HDL_FRONTEND = slang
File: /design/flow/constraint.sdc
current_design PC

set clk_period 1.4
set clk_io_pct 0.2

create_clock -name clk0 -period $clk_period [get_ports {clock}]

set non_clock_inputs [all_inputs -no_clocks]
set_input_delay [expr $clk_period * $clk_io_pct] -clock clk0 $non_clock_inputs
set_output_delay [expr $clk_period * $clk_io_pct] -clock clk0 [all_outputs]
==> flow_metrics.tcl <==
# flow metrics
set metrics [dict create \
    reg2reg_from "auxiliar2[0]" \
    hp-start "endereco[5]" \
    core_util_floorplan_pct 14.7 \
    worstPathArrival_ps 1980 \
    path_buffers 0 \
    drt_pass1_iterations 4 \
    flop_cell "dfxtp_1" \
    ys_warn_count 1 \
    h-tree-depth 1 \
    fp.dieW_um 92 \
    r2r_slack_ps -430 \
    dpl_cell_area_sq_mm 0.00101 \
    drt_wl_total_um 1510 \
    post_drt_wl_per_cell_um 9.21 \
    synthArstFlopShare_pct 0 \
    cts_tree "done" \
    min_path_cells 2 \
    grt_remaining_overflow 0 \
    ff2ff_path_depth 2 \
    cellLeakagePower_nw 0.480 \
    drt_iter0_drc 61 \
    hpwl_um 1140 \
    violations "negative setup slack" \
    warning_count 36 \
    max_stage_delay_ps 420 \
    drv_cap 0 \
    core_region_area_sq_mm 0.00507 \
    route.detailed.drc 0 \
    ys_ff 19 \
    yosys_area_sq_um 748 \
    skew_ps 66.3 \
    clock_path_buffers 2 \
    end_kind "register" \
    regArea_sq_um 444 \
    synth_area_sq_um 748 \
    numCtsBuffers 3 \
    pwr_density_cell_mw_per_mm2 1310 \
    yosys-stat-cells 62 \
    ant_nets 0 \
    io_pins 16 \
    rr_endpoint "endereco[1]" \
    grt_max_degree 13 \
    grt_pass1_vias 564 \
    dieArea_sq_mm 0.00846 \
    final-comb-area_sq_um 322 \
    io_buffers 13 \
    finalHoldViolations 0 \
    dr_total_vias 558 \
    drive_above_1_share_pct 30.9 \
    crit_path_cell_trace "ha_2, mux2_2" \
    finalSetupTns_ps -3800 \
    layout_top_cells "dfxtp_1 (12), clkdlybuf4s50_1 (12), inv_1 (8)" \
    antenna_found_initial 0 \
    syn_inst 62 \
    ys_types 24 \
    cts_root_buf "clkbuf_8" \
    worst_path_max_delay_cell "edfxtp_1" \
    globalRouteTotalUtil_pct 3.63 \
    cts_hold_buf 0 \
    irDropWorstVdd_mv 0.815 \
    setup_slack_ps -433 \
    avgSynthCellArea_sq_um 12.1 \
    crit_required_ps 1550 \
    setup_viol 12 \
    fillers 538 \
    rsz0062_at_grt "true" \
    yosys.area.top_type_share_pct 34.8 \
    critical_path_class "register to register" \
    edf_count 6 \
    topCellsByArea "dfxtp_1 (35%), edfxtp_1 (24%), mux2_2 (9.0%)" \
    area_growth_pct 56.5 \
    min_to "endereco_instrucao[5]" \
    status "finished, violations left" \
    cp-start-kind "register" \
    drv_slew 0 \
    design_area_sq_mm 0.00117 \
    routed_via_density 3.40 \
    antenna_cells_inserted 0 \
    top_area_cell "dfxtp_1" \
    clock_sinks 19 \
    path_delay_family "flip-flops" \
    rows 26 \
    clk_pin_slew_ps 80 \
    ys_seq_share_pct 58.9 \
    hold_class "register to register" \
    grt_first_pass_wirelength_um 2560 \
    die_y_um 92 \
    critPathMaxFanout 3 \
    gp_congestion 0.787 \
    clk_latency_ps 320 \
]
## cells in the mapped netlist, drive strengths merged (2+ instances only)
library cell   n
buf            3
dfxtp         13
edfxtp         6
ha             2
inv            2
mux2           6
nand2          4
nand3          5
o21ai          4
xnor2          3
xor2           3
## tightest hold or removal path: cells and delay by family (launching register included)
family | cells | cell delay, ps
DFF | 1 | 340
AOI/OAI and AO/OA | 1 | 60
buffers and inverters | 1 | 90
## registers in the layout (all words and copies together), names as in the netlist
signal	flops
auxiliar	1
auxiliar2	6
endereco	6
endereco_instrucao	6
## area by class of cell
type	instances	area share, %
inverters	1	0.321
clock buffers	3	3.53
clock inverters	8	2.99
well taps	70	7.48
flip-flops and latches	19	37.9
repair buffers	25	20.3
multi-input cells	38	27.5
## report_power, final
group	switching (W)	leakage, nW	internal, W
registers	0.0000852	0.169	0.000664
clock network	0.000232	0.0634	0.000233
logic	0.000105	0.248	0.000213
## per-stage QoR
step | setup WS (ps) | utilization, % | total power, W | std cells | hold WS [ps]
floorplan | -341 | - | 0.000918 | 62 | 470
global placement | -512 | 20.0 | 0.00106 | 149 | 491
detailed placement | -547 | 20.0 | 0.00107 | 149 | 517
CTS | -430 | 22.7 | 0.00153 | 164 | 522
global route | -522 | 23.1 | 0.00165 | 164 | 555
finish | -433 | 23.1 | 0.00153 | 164 | 530
## what timing repair did
action	4_1_cts	5_1_grt
gates resized	12	5
pin swaps	3	0
buffers inserted	5	0
cloned	0	0
setup endpoints to repair	19	12
## metal layers
layer / routed length, um / GRT usage, % / up-vias
met3: 197 / 2.31 / 0
met5: 0 / 0 / -
li1: - / - / 282
met1: 680 / 4.75 / 253
met4: 0 / 0.129 / 0
met2: 634 / 5.24 / 23
## kinds of logic (layout without fill, tap and decap cells)
kind of cell             count (synthesis)  after routing  share of synthesized area (%)
AND-OR/OR-AND                            9              9                           7.69
XOR/XNOR                                 6              6                           7.02
adder cells (fa/ha/maj)                  2              2                           3.34
buffers and inverters                    5             37                           3.35
flip-flops                              19             19                           58.9
multiplexers                             7              7                           10.4
other                                    1              1                          0.501
AND/OR/NAND/NOR                         13             13                           8.86
## worst max-delay path by stage
stage | start | end | cells after the start
CTS | auxiliar2[0] | endereco[1] | 2
global route | auxiliar2[1] | endereco[5] | 3
finish | auxiliar2[0] | endereco[1] | 2
Power and IR drop assume default switching activity.
